==> flow/design.v <==
`timescale 1ns / 1ps
module button_push(
    input clk_in, button_in,
    output reg button_out = 'd0
);
reg [27:0] counter = 28'd0;
wire clk_1000hz;
clk_divider #(.DIV(28'd1000)) clk_1ms(clk_in, 'd0, clk_12500hz);        
always @(posedge clk_12500hz) begin
    if (button_in) begin
        counter <= counter + 28'd1;
        if (counter >= 28'd50) begin  
            button_out <= 1'd1;
        end
        if (counter >= 28'd1000) begin  
            button_out <= 1'd0;
        end
    end
    else begin
        counter <=28'd0;
        button_out <= 1'd0;
    end
end
endmodule
module button_push_v1(
    input clk_in, button_in,
    output reg button_out = 'd0
);
reg [27:0] counter = 28'd0;
reg tog = 'd0;
wire clk_1000hz;
clk_divider #(.DIV(28'd1000)) clk_1ms(clk_in, 'd0, clk_12500hz);         
always @(posedge clk_12500hz) begin
    if (!button_in && !tog) begin
        button_out <= 1'b1;
    end
    else if (!button_in && tog) begin
        counter <= counter + 1'b1;
        if (counter >= 'd0 && counter <= 'd20) begin
            button_out <= 1'b0;
        end
        else if (counter > 'd20) begin
            tog <= 'b0;
            counter <= 'd0;
        end
    end
    else begin
        tog <= 1'b1;
    end
end
endmodule
module button_press(
    input clk_in, button_in,
    output reg button_out = 'd0
);
reg [27:0] counter = 28'd0;
wire clk_1000hz;
clk_divider #(.DIV(28'd1000)) clk_1ms(clk_in, 'd0, clk_12500hz);         
always @(posedge clk_12500hz) begin
    if (button_in) begin
        counter <= counter + 28'd1;
        if (counter >= 28'd3000) begin  
            button_out <= 1'd1;
            if (counter > 28'd3020) begin  
                button_out <= 1'd0;
            end
        end 
    end
    else begin
        counter <=28'd0;
        button_out <= 1'd0;
    end
end
endmodule
module clk_divider(
    input clk_ht, 
    input reset,
    output reg clk_di);
    reg [27:0] counter = 28'd0;
    localparam CLK = 28'd125000000;  
    parameter DIV = 28'd1;
    always @(posedge clk_ht)
    begin
        if (reset == 1'b0) begin
            counter <= counter + 28'd1;
            if(counter >= CLK/DIV - 1) 
            begin
                counter <= 28'd0;
            end
            clk_di <= (counter<CLK/(2*DIV))?1'b1:1'b0; 
        end
        else if (reset == 1'b1) begin
            clk_di <= 1'b0;
            counter <= 28'd0;
        end
    end
endmodule
`timescale 1ns / 1ps
module l_seg_display(
    input clk_in, confirm, reset, enb_count,
    input [15:0] led_cnt16,
    input lock,
    input [3:0] value_4bit,
    output reg [15:0] led7_out = 16'hFFFF, 
    output reg [15:0] pw_16bit,
    output reg enough = 1'b0
);
    reg [27:0] blink_counter = 28'd0;
    reg [3:0] reg0 = 4'b1111;
    reg [3:0] reg1 = 4'b1111;
    reg [3:0] reg2 = 4'b1111;
    reg [3:0] reg3 = 4'b1111;
    reg toggle_display = 1'b1;
    reg [3:0] count = 4'd0;
    wire clk_12500hz, button;
    button_push bt(clk_in, lock, button);
    clk_divider #(.DIV(28'd12500)) clk_out2(clk_in, 'd0 ,clk_12500hz);
    always @(posedge clk_12500hz ) begin
            if (enb_count) begin
            led7_out <= led_cnt16;
            end else begin
            reg3 <= value_4bit;
            blink_counter <= blink_counter + 1;
            if (blink_counter == 28'd12500) begin 
                toggle_display <= ~toggle_display;
                blink_counter <= 28'd0;
            end
            if (button == 1'd1) begin
                led7_out <= {reg0, reg1, reg2, reg3};
                toggle_display <= 1'd1;
            end
            else if (toggle_display == 1'b0 && count <= 4'd3) begin
                led7_out <= {reg0, reg1, reg2, 4'b1111}; 
            end
            else if (toggle_display == 1'b1 && count <= 4'd3)
                led7_out <= {reg0, reg1, reg2, reg3}; 
            end
        end
    always @(posedge (button) or posedge reset) begin
        if (reset) begin
            reg2 <= 4'b1111;
            reg1 <= 4'b1111;
            reg0 <= 4'b1111;
            count <= 0;
            enough <= 1'b0;
        end 
        else begin
        if (button & !enb_count) begin
            case (count)
                4'd0: begin
                    reg2 <= reg3;
                    reg1 <= 4'b1111;
                    reg0 <= 4'b1111;
                    count <= count + 4'd1;
                end
                4'd1: begin
                    reg2 <= reg3;
                    reg1 <= reg2;
                    reg0 <= 4'b1111;
                    count <= count + 4'd1;
                end
                4'd2: begin
                    reg2 <= reg3;
                    reg1 <= reg2;
                    reg0 <= reg1;
                    count <= count + 4'd1;
                end
                4'd3: begin
                    count <= count + 4'd1;
                    pw_16bit <= {reg0, reg1, reg2, reg3};
                    enough <= 1'b1;
                end
                default: begin end
            endcase
        end
    end
end
endmodule
==> flow/run.sh <==
#!/bin/bash
# OpenROAD 26Q1-2900-gdf79404cd8, Yosys 0.63+post, stock flow scripts
make -C /OpenROAD-flow-scripts/flow DESIGN_CONFIG=/design/flow/config.mk WORK_HOME=/design/flow/orfs finish
==> flow/config.mk <==
export PLATFORM = sky130hd
export DESIGN_NAME = l_seg_display
export DESIGN_NICKNAME = l_seg_display
export VERILOG_FILES = /design/flow/design.v
export SDC_FILE = /design/flow/constraint.sdc
export NUM_CORES = 4
export LEC_CHECK = 1
export CORE_UTILIZATION = 30
==> flow/constraint.sdc <==
current_design l_seg_display

set clk_period 4.4
set clk_io_pct 0.2

create_clock -name clk0 -period $clk_period [get_ports {clk_in}]

set non_clock_inputs [all_inputs -no_clocks]
set_input_delay [expr $clk_period * $clk_io_pct] -clock clk0 $non_clock_inputs
set_output_delay [expr $clk_period * $clk_io_pct] -clock clk0 [all_outputs]
==> results.cfg <==
; flow metrics
[logic_synthesis]
ys_area_mm2 = 0.00699
edf_count = 65
yosys_warnings = 6
synth.area.top_cells = edfxtp_1 28%, dfxtp_1 25%, xnor2_1 5.0%
synth.distinct_cells = 53
syn_area_mm2 = 0.00699
synthFlopType = dfxtp_1
synth_cells = 625
top_cell_area_share_pct = 27.9
yosys_cells = 625
yosys.stat.seqShare_pct = 59.2
top_area_cell = edfxtp_1
ys.flops = 169
synthArstFlopShare_pct = 10.1
synth_area_per_cell_um2 = 11.2

[drt]
wirelength_mm = 12.0
via_per_inst = 4.70
num_vias = 4668
first_iter_violations = 179
drc = 0
ant_nets = 0
drt-wirelength-per-cell_um = 12.0
diodes = 0
first_pass_iters = 4

[place]
io_buffer_count = 56
gp_congestion = 0.807
hpwlAfterDp_mm = 8.27

[final_timing]
finalCriticalPeriod_ns = 2.13
finalMaxSlewViolations = 0
setup_tns_ns = 0
hold_violations = 0
untimed_endpoints = 209
fmax_ghz = 0.470
slew-limit-headroom_pct = 39.6
period_used_pct = 48.3
worst_pin_slew_ns = 0.893
fin_worst_skew_ns = 0.00947
unclocked_regs = 111
rsz0062_at_grt = no
setup_viol = 0

[floorplanning]
io_pins = 58
core_area_mm2 = 0.0227
rows = 55
fp_util_pct = 30.8
fp.dieH_um = 155
chipArea_mm2 = 0.0239
die_w_um = 155

[hold_path]
hp-class = reg -> reg

[clock_network]
hold_buffers = 0
path_clk_slew_ns = 0.05
postCtsResizedCells = 0
insertion_delay_ns = 0.32
cts_tree = built
clk_path_buf_depth = 2
cts_buffers = 9
cts_htree_levels = 3
cts_root_buf = clkbuf_16
cts_setup_buffers = 0

[worst_setup_path]
arrival_ns = 2.37
worstPathMaxFanout = 17
endpoint_kind = register
critPathLaunchType = register
required_ns = 4.64
worstSetupPathType = reg -> reg

[outcome]
outcome = finished clean

[job]
maxCapViolations = 0
log.warning_count = 32

[power]
ir_worst_vdd_mv = 0.228
power_mw = 1.33
power_density_mw_per_mm2 = 161
p_leak_nw = 2.85

[layout]
utilization_pct = 36.4
synthToLayoutAreaGrowth_pct = 18.2
drive_gt1_share_pct = 7.19

[global_route]
use_met3_pct = 1.40
grt_pass1_wl_mm = 20.7
grt.busiest_layer = met1
track_usage_pct = 10.6
grt-ovfl-total = 0
grt_max_degree = 50
antenna_found_initial = 0
met1_usage_pct = 17.0
grtUsageMet2_pct = 16.5
grt_pass1_vias = 4359
state kept, by name, indices dropped and copies added (netlist names), 16 cells and up:
signal	flops
clk_out2.counter	28
bt.clk_1ms.counter	28
pw_16bit	16
blink_counter	28
led7_out	16
bt.counter	28
synth_stat cells, types with 2 or more instances:
master and number:
ha_1 10, and3_1 14, and4_1 11, nand2b_1 4, clkbuf_1 8, dfrtp_1 5
dfxtp_1 87, xor2_1 20, or4_1 14, xnor2_1 40, nand3_1 30, dfstp_2 12
o311ai_0 2, mux2_2 16, nor3_1 14, o31ai_1 10, or4_4 2, nand4_1 25
inv_1 22, buf_6 3, o21ai_0 11, edfxtp_1 65, and2_1 4, nor4b_1 3
or3_1 10, nor2_1 80, a21oi_1 26, nor4_1 17, o22a_1 4, o31a_1 2
nand2_1 28, buf_2 5
through the flow:
step,setup WS [ns],cells,instance area [µm²],hold slack [ns]
finish,2.27,994,8260,0.454
global route,2.20,994,8260,0.490
CTS,2.28,994,8260,0.463
detailed placement,2.29,978,7940,0.452
global placement,2.28,978,7940,0.442
floorplan,2.46,649,7080,0.426
path summary, 6_finish.rpt:
| check | from | to | slack [ns] | depth (start not counted) |
|---|---|---|---|---|
| worst min-delay path | bt.clk_1ms.counter[0] | bt.clk_1ms.counter[0] | 0.45 | 1 |
| worst max register to register | bt.clk_1ms.counter[0] | bt.clk_1ms.counter[16] | 2.27 | 5 |
| worst max-delay path | bt.clk_1ms.counter[0] | bt.clk_1ms.counter[16] | 2.27 | 5 |
| worst min register to register | bt.clk_1ms.counter[0] | bt.clk_1ms.counter[0] | 0.45 | 1 |
layer usage:
layer  part of all wire, %  vias to the layer above
met2                    45                       58
met5                     0                        -
met4                  0.10                        0
met1                    53                     2200
li1                      -                     2408
met3                   2.3                        2
power breakdown:
part	switching [mW]	total (mW)	internal (mW)
Combinational	0.0267	0.0541	0.0274
Sequential	0.00311	0.551	0.548
Clock	0.220	0.727	0.507
final cells by class:
cell class | count | area [µm²]
inverters | 23 | 86.3
multi-input cells | 440 | 2760
clock inverters | 5 | 77.6
well taps | 285 | 357
repair buffers | 61 | 598
clock buffers | 11 | 243
flip-flops and latches | 169 | 4130
fillers | 2220 | 14500
critical path, stage by stage, from the launching register on:
cell      delay [ns]
dfxtp_1         0.32
ha_1            0.25
a2111o_1        0.42
a311o_1         0.36
a211o_1         0.48
a21oi_1         0.20
logic make-up after synthesis:
logic type / share of synthesized area (%)
fa+ha+maj: 1.79
xor+xnor: 7.52
simple gates: 19.9
compound gates: 6.23
buf+inv: 2.56
flops: 59.2
mux: 2.72
other cells: 0.0537
cells in the final DEF, fill, tap and decap left out, types with 14 or more instances in the layout:
master | netlist | routed
a21oi_1 | 26 | 26
and3_1 | 14 | 14
clkdlybuf4s50_1 | 0 | 56
conb_1 | 1 | 25
dfxtp_1 | 87 | 87
edfxtp_1 | 65 | 65
inv_1 | 22 | 22
mux2_2 | 16 | 16
nand2_1 | 28 | 28
nand3_1 | 30 | 30
nand4_1 | 25 | 25
nor2_1 | 80 | 80
nor3_1 | 14 | 14
nor4_1 | 17 | 17
or4_1 | 14 | 14
xnor2_1 | 40 | 40
xor2_1 | 20 | 20
No activity file was given, so power comes from the tool's default toggle rates.
